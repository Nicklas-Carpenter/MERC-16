## design/flow/config.mk

```make
export PLATFORM = sky130hd
export DESIGN_NAME = DecodeSubsystem
export DESIGN_NICKNAME = DecodeSubsystem
export VERILOG_FILES = /design/flow/design.v
export SDC_FILE = /design/flow/constraint.sdc
export NUM_CORES = 4
export LEC_CHECK = 1
export CORE_UTILIZATION = 40
```

## design/flow/constraint.sdc

```tcl
current_design DecodeSubsystem

set clk_period 4.1
set clk_io_pct 0.2

create_clock -name clk0 -period $clk_period [get_ports {Clock}]

set non_clock_inputs [all_inputs -no_clocks]
set_input_delay [expr $clk_period * $clk_io_pct] -clock clk0 $non_clock_inputs
set_output_delay [expr $clk_period * $clk_io_pct] -clock clk0 [all_outputs]
```

## design/flow/design.v

```verilog
`timescale 1ns / 1ps
module DecodeSubsystem(
		input [10:0] InstrParam, 
		input [15:0] ALUIN, MemoryIn, PCIN,
		input UpperLower, WriteEnable, HoldOldPCValue, OldNew,
		input [1:0] RegDest, RegData, RsRd, RsRt,
		input Reset, Clock,
		output reg [15:0] A, B,
		output [10:0] JumpImmediate, 
		output [15: 0] ZE, SE, SEL1
	);
	reg [15:0] ImmediateLoad, WriteData;
	wire [15:0] Upper, Lower, RsOut, RsShortOut, RtOut, RdOut, RdShort;
	wire [15:0] Rs, RsShort, Rt, Rd;
	reg [3:0] WriteAddr;
	always @(RegDest, InstrParam) begin
		case(RegDest)
			2'b00: 
				WriteAddr <= InstrParam[10:7];  
			2'b01: 
				WriteAddr <= {1'b0, InstrParam[10:8]};  
			2'b10: 
				WriteAddr <= 4'd5;  
			3'b11:
				WriteAddr <= 4'd0;
		endcase
	end
	wire [15:0] OldPCValue;
	Register OldPC (
		.DIN(PCIN), 
		.WR_EN(~HoldOldPCValue), 
		.Reset(Reset), 
		.CLK(Clock), 
		.DOUT(OldPCValue)
	);
	always @(RegData, RegDest, InstrParam, MemoryIn, ALUIN, PCIN, OldPCValue, ImmediateLoad, OldNew) begin
		case(RegData)
			2'b00: 
				WriteData <= MemoryIn;
			2'b01: 
				WriteData <= ALUIN;
			2'b10: 
				if (OldNew)
					WriteData <= PCIN;
				else 
					WriteData <= OldPCValue;
			3'b11:
				WriteData <= ImmediateLoad;
		endcase
	end
	assign Upper = {InstrParam[7:0], RdShort[7:0]};
	assign Lower = {RdShort[15:8], InstrParam[7:0]};
	always @(Upper, Lower, UpperLower) begin
		if (UpperLower) begin
			ImmediateLoad <= Lower;
		end
		else begin
			ImmediateLoad <= Upper;
		end
	end
	RegisterFile RegFile (
		.RsAddr(InstrParam[6:3]), 
		.RsShortAddr(InstrParam[6:4]), 
		.RtAddr(InstrParam[2:0]), 
		.RdAddr(InstrParam[10:7]), 
		.RdShortAddr(InstrParam[10:8]), 
		.WriteAddr(WriteAddr), 
		.WriteData(WriteData), 
		.WriteEnable(WriteEnable), 
		.Reset(Reset), 
		.Clock(Clock), 
		.Rs(RsOut), 
		.RsShort(RsShortOut), 
		.Rt(RtOut), 
		.Rd(RdOut), 
		.RdShort(RdShort)
	);
	ZeroExtender #(.MSB(3)) Z (
		.In(InstrParam[3:0]), 
		.Reset(Reset), 
		.Out(ZE)
	);
	SignExtender #(.SIGN_BIT(3)) S (
		.In(InstrParam[3:0]), 
		.Reset(Reset), 
		.Out(SE)
    );
	assign SEL1 = SE << 1'b1;
	assign JumpImmediate = InstrParam[10:0];
	Register RsReg (
		.DIN(RsOut), 
		.WR_EN(1'b1), 
		.Reset(Reset), 
		.CLK(Clock), 
		.DOUT(Rs)
	);
	Register RsShortReg (
		.DIN(RsShortOut), 
		.WR_EN(1'b1), 
		.Reset(Reset), 
		.CLK(Clock), 
		.DOUT(RsShort)
	);
	Register RtReg (
		.DIN(RtOut), 
		.WR_EN(1'b1), 
		.Reset(Reset), 
		.CLK(Clock), 
		.DOUT(Rt)
	);
	Register RdReg (
		.DIN(RdOut), 
		.WR_EN(1'b1), 
		.Reset(Reset), 
		.CLK(Clock), 
		.DOUT(Rd)
	);
	always @(Rs, RsShort, Rt, Rd, RsRd, RsRt) begin			
		case(RsRd)
			2'b00:
				A <= Rs;
			2'b01:
				A <= RsShort;
			2'b10:
				A <= Rd;
			2'b11:
				A <= SEL1;
		endcase
		case(RsRt)
			2'b00:
				B <= RsShort;
			2'b01:
				B <= Rt;
			2'b10:
				B <= Rd;
			2'b11:
				B <= 0;
		endcase
	end
endmodule
`timescale 1ns / 1ps
module Decoder#(parameter N = 4, M = 16)(
		 input [N - 1 : 0] In,
		 input Reset,
		 output [M - 1 : 0] Out
    );
	 assign Out = (1 << In) & (~Reset);
endmodule
`timescale 1ns / 1ps
module Register(
		input [15:0] DIN,
		input WR_EN,
		input Reset,
		input CLK,
		output reg [15:0] DOUT
    );
	always @(posedge CLK or posedge Reset) begin
		if(Reset == 1)
			DOUT <= 0;
		else if (WR_EN == 1'b1)
				DOUT <= DIN;
		else
			DOUT <= DOUT;
	end
endmodule
`timescale 1ns / 1ps
module RegisterFile(
		input [3:0] RsAddr,
		input [2:0] RsShortAddr,
		input [2:0] RtAddr,
		input [3:0] RdAddr,
		input [2:0] RdShortAddr,
		input [3:0] WriteAddr,
		input [15:0] WriteData,
		input WriteEnable,
		input Reset,
		input Clock,
		output reg [15:0] Rs,
		output reg [15:0] RsShort,
		output reg [15:0] Rt,
		output reg [15:0] Rd,
		output reg [15:0] RdShort
	);
	wire [14:0] EnableLine;
	wire [15:0] OutputMatrix[15:0], DecodedAddr;
	Decoder Addresser (
		 .In(WriteAddr), 
		 .Reset(Reset), 
		 .Out(DecodedAddr)
	);
	assign EnableLine = DecodedAddr[15:1];
	assign OutputMatrix[0] = 0;
	generate
		genvar i;
		for (i = 1; i < 16; i = i + 1) begin : RegisterMatrix
			Register Reg(
				.DIN(WriteData), 
				.WR_EN(~Reset & WriteEnable & EnableLine[i - 1]), 
				.Reset(Reset), 
				.CLK(Clock), 
				.DOUT(OutputMatrix[i])
			);
		end
	endgenerate
	always @(Reset, RsAddr, RsShortAddr, RtAddr, RdAddr, RdShortAddr, OutputMatrix[RsAddr], OutputMatrix[RsShortAddr], OutputMatrix[RtAddr], OutputMatrix[RdAddr], OutputMatrix[RdShortAddr]) begin
		if (Reset) begin
			Rs <= 0;
			RsShort <= 0;
			Rt <= 0;
			Rd <= 0;
			RdShort <= 0;
		end
		else begin
			Rs <= OutputMatrix[RsAddr];
			RsShort <= OutputMatrix[RsShortAddr];
			Rt <= OutputMatrix[RtAddr];
			Rd <= OutputMatrix[RdAddr];
			RdShort <= OutputMatrix[RdShortAddr];
		end
	end
endmodule
`timescale 1ns / 1ps
module SignExtender(
		input [15:0] In,
		input Reset,
		output reg [15:0] Out
    );
	parameter SIGN_BIT = 3;
	reg [15 -(SIGN_BIT + 1): 0] SignRail;
	always @(In or Reset)
		if (In[SIGN_BIT])
			SignRail <= 16'hFFFF;
		else
			SignRail <= 16'h0;
	always @(In or Reset or SignRail)
		if (Reset == 1)
			Out <= 0;
		else
			Out <= {SignRail, In[SIGN_BIT:0]};
endmodule
`timescale 1ns / 1ps
module ZeroExtender(
		input [15:0] In,
		input Reset,
		output reg [15:0] Out
	);
	parameter MSB = 3;
	wire [15 - (MSB + 1) : 0] ZeroRail = 16'h0;
	always @(In or Reset or ZeroRail)
		if (Reset)
			Out <= 16'b0;
		else 
			Out <= {ZeroRail, In[MSB:0]};
endmodule
```

## design/flow/run.sh

```bash
#!/bin/bash
# OpenROAD 26Q1-2900-gdf79404cd8, Yosys 0.63+post, stock flow scripts
make -C /OpenROAD-flow-scripts/flow DESIGN_CONFIG=/design/flow/config.mk WORK_HOME=/design/flow/orfs finish
```

==> impl_metrics.py <==
# Metrics from the implementation run
metrics = {
    "outcome": {
        "status": "finished clean",
    },
    "final_layout": {
        "regArea_um2": 8010,
        "final_area_um2": 24400,
        "layout.cells.non_filler": 2809,
        "comb_area_um2": 11300,
        "syn_to_final_growth_pct": 18.1,
        "layout-drive-gt1-share": 0.285,
        "fillCellCount": 4593,
    },
    "worst_hold_path": {
        "min_path_type": "register to register",
    },
    "final_timing": {
        "hold_viol": 0,
        "period_minus_slack_ns": 3.61,
        "period_used_share": 0.881,
        "setup_tns_ns": 0,
        "fmax_mhz": 277,
        "tightest_slew_ns": 1.08,
        "slew_headroom": 0.280,
        "whs_ns": 0.503,
        "setup_viol": 0,
        "rsz0062_at_grt": "false",
        "clock-skew-final_ns": 0.00998,
        "drv_slew": 0,
    },
    "die": {
        "fp_util": 0.409,
        "io_pins": 164,
        "coreArea_um2": 50600,
        "fp.dieW_um": 229,
        "rows": 82,
        "dieArea_um2": 52600,
        "die-height_um": 229,
    },
    "place": {
        "placed_area_um2": 23200,
        "port_buffers": 150,
        "routabilityCongestion": 1.06,
        "place_hpwl_um": 66600,
        "dp.cells": 2739,
    },
    "cts": {
        "htree_levels": 2,
        "clk_latency_ns": 0.58,
        "clkSinkCount": 320,
        "cts.clk_slew.worst_paths_ns": 0.06,
        "cts_buffers": 38,
        "root_buffer": "clkbuf_16",
        "holdBufCountCts": 0,
        "clockBufferDepth": 3,
        "cts_resized": 0,
        "cts_setup_buffers": 0,
        "cts_tree": "done",
    },
    "pwr": {
        "total_power_mw": 10.4,
        "p_per_area_nw_per_um2": 424,
        "p_leak_nw": 10.4,
        "power.clock.fraction": 0.331,
        "switchingPower_mw": 3.50,
        "internal_power_mw": 6.86,
        "switching_share": 0.338,
        "power_frac_seq": 0.420,
        "irDropWorstVdd_mv": 0.241,
        "comb_power_share": 0.249,
    },
    "synthesis": {
        "ys_async_sr_fraction": 1.00,
        "yosys_area_um2": 20700,
        "ys_types": 75,
        "edf_count": 0,
        "synth_area_um2": 20700,
        "yosys-stat-cells": 1979,
        "ys_ff": 320,
        "synth-main-ff-cell": "dfrtp_1",
        "synth.avg_cell_area_um2": 10.4,
        "synth_seq_share": 0.387,
        "ys_warn_count": 7,
        "synthCells": 1979,
    },
    "worst_setup_path": {
        "cp.required_ns": 3.28,
        "path_class": "input pin to output pin",
        "start_kind": "input pin",
        "path_max_fanout": 39,
        "crit_chain": "buf_2, inv_1, nor2_2, buf_4, mux4_2, clkdlybuf4s50_1",
        "path_delay_family": "buffers and inverters",
        "cp_data_arrival_time_ns": 2.79,
        "crit_path_end_kind": "output pin",
        "cp_num_buf_inv": 4,
        "max_stage_delay_ns": 0.47,
        "critPathSlowestCell": "buf_2",
    },
    "global_route": {
        "grt.overflow.total": 0,
        "antenna_found_initial": 6,
        "grt_pass1_wl_um": 138000,
        "grt_pass1_vias": 18300,
        "grt_use_total": 0.384,
        "grt_max_degree": 114,
    },
    "route": {
        "num_vias": 18600,
        "drt_iter0_markers": 1858,
        "drc_errors": 0,
        "avgRoutedWirePerCell_um": 34.4,
        "ant_nets": 0,
        "first_pass_iters": 6,
        "via_per_inst": 6.62,
        "wl_um": 96800,
    },
    "job": {
        "maxCapViolCount": 0,
        "warning_count": 29,
    },
}
==> placed cells by master, fill, tap and decap left out, types with 10 or more instances in the layout <==
| cell | Yosys | layout |
|---|---|---|
| a22oi_1 | 58 | 58 |
| a221oi_1 | 50 | 50 |
| o21ai_0 | 95 | 95 |
| o211ai_1 | 10 | 10 |
| a31oi_1 | 41 | 41 |
| clkdlybuf4s50_1 | 0 | 139 |
| clkbuf_16 | 0 | 39 |
| mux2_2 | 279 | 279 |
| a222oi_1 | 14 | 14 |
| nand2b_1 | 18 | 18 |
| a22o_1 | 33 | 33 |
| dfrtp_1 | 320 | 320 |
| nor2_1 | 110 | 108 |
| o21ai_1 | 15 | 15 |
| and2_1 | 10 | 10 |
| a21oi_1 | 92 | 92 |
| a32o_1 | 10 | 10 |
| o2bb2ai_1 | 16 | 16 |
| buf_4 | 74 | 176 |
| mux4_2 | 48 | 48 |
| nand3_1 | 29 | 29 |
| o22ai_1 | 22 | 22 |
| conb_1 | 1 | 13 |
| nor2b_1 | 38 | 34 |
| nand2_1 | 116 | 116 |
| nor3_1 | 30 | 29 |
| inv_1 | 19 | 18 |
| a32oi_1 | 18 | 18 |
| mux2i_1 | 132 | 132 |
==> metrics by stage <==
stage | utilization | setup WS, ns
4_1_cts | 0.483 | 0.546
6_report | 0.483 | 0.487
2_1_floorplan | - | -3.49
3_3_place_gp | 0.458 | 0.496
5_1_grt | 0.483 | 0.430
3_5_place_dp | 0.458 | 0.493
==> worst paths after layout <==
check                                                   startpoint  cells after the start                                       to  slack, ns
max                                                  InstrParam[3]                      6                                     A[8]       0.49
max reg2reg                                         OldPC.DOUT[12]                      5   RegFile.RegisterMatrix[7].Reg.DOUT[12]       1.79
min reg2reg                RegFile.RegisterMatrix[13].Reg.DOUT[14]                      2  RegFile.RegisterMatrix[13].Reg.DOUT[14]       0.50
min                        RegFile.RegisterMatrix[13].Reg.DOUT[14]                      2  RegFile.RegisterMatrix[13].Reg.DOUT[14]       0.50
max in group asynchronous                                    Reset                      5    RegFile.RegisterMatrix[5].Reg.DOUT[7]       1.72
min in group asynchronous                                    Reset                      4  RegFile.RegisterMatrix[11].Reg.DOUT[15]       1.13
==> state kept, by name (all words and copies together), names as in the netlist <==
| signal | cells |
|---|---|
| OldPC.DOUT | 16 |
| RdReg.DOUT | 16 |
| RegFile.RegisterMatrix.Reg.DOUT | 240 |
| RsReg.DOUT | 16 |
| RsShortReg.DOUT | 16 |
| RtReg.DOUT | 16 |
==> Yosys cell counts (10+ instances only) <==
library cell  count  area [µm²]
a21oi_1          92         460
a221oi_1         50         438
a222oi_1         14         140
a22o_1           33         289
a22oi_1          58         435
a31oi_1          41         257
a32o_1           10         100
a32oi_1          18         158
and2_1           10        62.6
buf_1            16        60.1
buf_2            59         295
buf_4            74         556
clkbuf_1         99         372
dfrtp_1         320        8010
inv_1            19        71.3
mux2_2          279        3140
mux2i_1         132        1320
mux4_2           48        1080
nand2_1         116         435
nand2b_1         18         113
nand3_1          29         145
nor2_1          110         413
nor2b_1          38         238
nor3_1           30         150
o211ai_1         10        75.1
o21ai_0          95         475
o21ai_1          15        75.1
o22ai_1          22         138
o2bb2ai_1        16         140
==> worst register-to-register path: stages, from the launching register on <==
cell,delay [ns]
dfrtp_1,0.39
mux2i_1,0.17
a211oi_1,0.11
a221oi_1,0.53
o31a_1,0.77
a31oi_1,0.19
==> final cells by class <==
class | instances | area share
diodes | 3 | 0.000308
multi-input cells | 1399 | 0.465
inverters | 20 | 0.00323
clock buffers | 52 | 0.0444
repair buffers | 328 | 0.119
well taps | 672 | 0.0344
clock inverters | 15 | 0.00620
flip-flops and latches | 320 | 0.328
==> power by group through the flow <==
| stage | Combinational, mW | Sequential [mW] | Clock [mW] |
|---|---|---|---|
| final | 2.58 | 4.35 | 3.43 |
| after global routing | 2.74 | 4.40 | 3.61 |
| after CTS | 2.52 | 4.31 | 3.48 |
==> cells by family after synthesis <==
| group | after synthesis | synth area share |
|---|---|---|
| flip-flops | 320 | 0.387 |
| buffers and inverters | 272 | 0.0678 |
| AND/OR/NAND/NOR | 389 | 0.0901 |
| AND-OR/OR-AND | 527 | 0.179 |
| other | 1 | 0.000181 |
| multiplexers | 470 | 0.275 |
==> per-layer routing <==
metal  global-route usage  share of wire  vias to the layer above
met1                0.538           0.40                     9387
met4                0.140          0.049                        6
met2                0.521           0.41                     1253
li1                     -              -                     7679
met5                    0        0.00035                        -
met3                0.192           0.14                      263
Power is estimated from default activity; no workload was simulated.
