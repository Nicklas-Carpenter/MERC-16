[flow/config.mk]
export PLATFORM = sky130hd
export DESIGN_NAME = ALU_Subsystem
export DESIGN_NICKNAME = ALU_Subsystem
export VERILOG_FILES = /design/flow/design.v
export SDC_FILE = /design/flow/constraint.sdc
export NUM_CORES = 4
export LEC_CHECK = 1
export CORE_UTILIZATION = 40
[flow/design.v]
`timescale 1ns / 1ns
module ALU(
		input [15:0] A,
		input [15:0] B,
		input [2:0] S,
		output GR,
		output EQ,
		output LT,
		output OVFL,
		output Z,
		output reg [15:0] R
    );
	 parameter Add = 3'd0, Sub = 3'd1, And = 3'd2, Or = 3'd3, Not = 3'd4, LeftShift = 3'd5, RightShift = 3'd6, Comp = 3'd7;
	 assign GR = A > B;
	 assign EQ = A == B;
	 assign LT = A < B;
	 assign Z = R == 0;
	 assign OVFL = ((S == Add) & ((A[15] & B[15] & ~R[15]) | (~A[15] & ~B[15] & R[15])))
						| ((S == Sub) & ((A[15] & ~B[15] & ~R[15]) | (~A[15] & B[15] & ~R[15])));
	 always @(S, A, B)
		case(S)
			Add: 
				R <= A + B;	
			Sub:
				R <= A - B;
			And:
				R <= A & B;
			Or:
				R <= A | B;
			Not:
				R <= ~A;
			LeftShift:
				R <= A << B;
			RightShift:
				R <= A >> B;
			Comp: begin
				if (A > B) 
					R <= 16'b1;
				else if (A < B)
					R <= 16'hFFFF;
				else
					R <= 16'b0;
			end
			default:
				R <= 16'd0;
		endcase
endmodule
`timescale 1ns / 1ps
module ALU_Subsystem(
		 input [15:0] A, B, PC_In, SE, SEL1, ZE,
		 input ALU_SrcA, ZE_SE,
		 input [1:0] ALU_SrcB,
		 input [2:0] ALU_Op,
		 input Reset, Clock,
		 output reg [15:0] ALU_Out, 
		 output [15:0] ALU_Result,
		 output EQ, GR, LT, Zero, Ovfl
    );
	 reg [15:0] SrcA, SrcB, ZE_Or_SE;
	 ALU MainALU (
		 .A(SrcA), 
		 .B(SrcB), 
		 .S(ALU_Op), 
		 .GR(GR), 
		 .EQ(EQ), 
		 .LT(LT), 
		 .OVFL(Ovfl), 
		 .Z(Zero), 
		 .R(ALU_Result)
    );
	always @(posedge Clock or posedge Reset)
		if (Reset)
			ALU_Out <= 0;
		else
			ALU_Out <= ALU_Result;
	 always @(A, PC_In, ALU_SrcA)
        if (ALU_SrcA)
            SrcA <= A;
        else
            SrcA <= PC_In;
	 always @(B, ZE_Or_SE, SEL1, ALU_SrcB) 
        case(ALU_SrcB)
            2'b00:
                SrcB <= B;
            2'b01:
                SrcB <= 16'd2;
            2'b10:
                SrcB <= SEL1;
            2'b11:
                SrcB <= ZE_Or_SE;
        endcase
	 always @(ZE, SE, ZE_SE)
        if (ZE_SE)
            ZE_Or_SE <= SE;
        else
            ZE_Or_SE <= ZE;
endmodule
[flow/run.sh]
#!/bin/bash
# OpenROAD 26Q1-2900-gdf79404cd8, Yosys 0.63+post, stock flow scripts
make -C /OpenROAD-flow-scripts/flow DESIGN_CONFIG=/design/flow/config.mk WORK_HOME=/design/flow/orfs finish
[flow/constraint.sdc]
current_design ALU_Subsystem

set clk_period 20.0
set clk_io_pct 0.2

create_clock -name clk0 -period $clk_period [get_ports {Clock}]

set non_clock_inputs [all_inputs -no_clocks]
set_input_delay [expr $clk_period * $clk_io_pct] -clock clk0 $non_clock_inputs
set_output_delay [expr $clk_period * $clk_io_pct] -clock clk0 [all_outputs]
==> changes_impl.md <==
### Physical design

* CTS tree: done
* Ports at 142
* Period minus WS final at 14.20 ns
* RSZ-0062 raised after global routing: false
* Area share, top type at 0.116
* Hpwl dp at 19,300 µm
* Psw at 145 µW
* Ratio of cells with drive above 1 in the final layout at 0.0599
* Power density cells at 46.3 nW/µm²
* Arrival @ worst endpoint at 10.20 ns
* Via count at 6,572
* Slew HR at 0.336
* Post-synth area hogs: ha_1 12%, mux2i_1 10%, dfrtp_1 7.6%
* Cells in synth_stat.txt at 740
* GRT overflow at 0
* Slew Viols, Final at 0
* Biggest regs: ALU_Out (16)
* Clk pwr share at 0.130
* Delay of the slowest critical-path stage at 0.48 ns
* Final period util at 0.710
* First-pass GRT wire length at 36,700 µm
* Synthesis area per yosys at 5280 µm²
* Largest register FFs at 16
* # DRC at 0
* Clk pin slew, worst setup/hold paths at 0.05 ns
* Cell family with most CP delay: buffers and inverters
* Routed Antenna Nets at 0
* Number of warnings in the stage logs at 58
* Fill count at 1,201
* CP startpoint: ALU_SrcB[1]
* Design Area, Final at 6930 µm²
* Commonest Layout Cell: clkdlybuf4s50_1
* Commonest flop: dfrtp_1
* Largest net degree at the start of global routing at 35
* Critical path depth at 20
* Final count of hold timing violations at 0
* Routed len/inst at 23.2 µm
* Asr flop ratio synth at 1.00
* Largest area contributor in the netlist: ha_1
* Switch share at 0.453
* Clk sinks at 16
* Ant. Diodes at 0
* Synthesized cell area at 5280 µm²
* Mapped Cells at 740
* Yosys cell types at 68
* Outcome: complete, no violations
* Die Height at 117 µm
* Hold Slack at 4.13 ns
* Drt first pass iters at 6
* Setup tns final at 0 ns
* Initial antenna violation count at 0
* Hold Crit Class: in -> async
* Seq pwr share at 0.124
* Worst vdd ir at 0.0458 mV
* Vias in the first global route at 6,230
* Placed cell area at 6840 µm²
* Floorplan Utilization at 0.415
* CTS resizes at 0
* Sequential share of the synthesized area at 0.0759
* Crit Path Category: in -> out
* Fin cells at 1,023
* CP required at 16.00 ns
* Core Area at 12,700 µm²
* Leak at 0.00284 µW
* Cts hold-fix bufs at 0
* # H-tree levels at 1
* FF+latch area at 400 µm²
* Aggregate routed wire length at 23,800 µm
* Die footprint at 13,700 µm²
* Slowest CP cell: fa_1
* Overall Global Routing Usage at 0.365
* Die Span X at 117 µm
* Largest Register: ALU_Out
* Clock buffer depth at 2
* Placed cell count at 1,019
* Most frequent logic cells in the routed design: 141 x clkdlybuf4s50_1, 66 x a21oi_1, 55 x mux2i_1
* Cell mode on critical path: buf_4
* YS warnings at 2
* Std cell rows at 41
* Port Buffers at 141
* Post-CTS setup buffers at 0
* Clock buffer count from CTS at 3
* Area taken by multi-input logic gates at 4470 µm²
* Average cell area after synthesis at 7.13 µm²
* Critical Path Fanout Max at 28
* CTS root buf: clkbuf_16
* Number of synthesized flops with an enable pin at 0
* Peak Freq at 70.4 MHz
* Crit path cell chain: clkdlybuf4s50_1 -> buf_4 -> mux2_2 -> a22oi_4 -> inv_2 -> ha_1 -> fa_1 -> nor2b_1 -> o31ai_1 -> buf_4 -> a211oi_1 -> nor4_2 -> buf_4 -> a221oi_1 -> o21ai_0 -> a311o_1 -> or3_1 -> or4_1 -> and4b_1 -> clkdlybuf4s50_1
* Tot Pwr at 321 µW
* Setup violations, final at 0
* CP Buf/Inv Count at 6
* 1st-iter DRT viols at 692
* Max-Cap Viols at 0
* Comb power frac at 0.746
* Crit. End Element: primary output
* Slew @ Worst Pin at 0.968 ns
* Startpoint types: primary input
* Critical Path End: Zero
* Routability cong. at 1.04
* DR vias/cell at 6.42
* Area delta synth->final at 31.3%
* Flops & latches, synth at 16
* Int Power at 176 µW
metrics by stage:
stage,util,setup WS (ns)
2_1_floorplan,-,7.73
3_3_place_gp,0.538,6.02
3_5_place_dp,0.538,5.91
4_1_cts,0.545,5.90
5_1_grt,0.545,5.40
6_report,0.545,5.80
worst min-delay path by stage:
stage | start | cells past startpoint | slack, ns | end
4_1_cts | Reset | 2 | 4.15 | ALU_Out[1]
5_1_grt | Reset | 2 | 4.21 | ALU_Out[2]
6_report | Reset | 2 | 4.13 | ALU_Out[1]
power by group through the flow:
stage | sequential, µW | clock, µW | combinational, µW
CTS | 39.8 | 42.4 | 235
global route | 40.4 | 43.7 | 259
finish | 39.7 | 41.8 | 239
routing by layer:
metal / GRT usage / vias to the layer above / share of wire
met5: 0 / - / 0
met4: 0.119 / 0 / 0.035
met3: 0.0734 / 62 / 0.086
met1: 0.516 / 3088 / 0.43
li1: - / 3061 / -
met2: 0.561 / 361 / 0.45
cells in the mapped netlist, types with 16 or more instances:
cell / number
nand2_1: 40
dfrtp_1: 16
xnor2_1: 17
o22ai_1: 20
nand3_1: 18
mux2i_1: 55
nor3_1: 27
nor2_1: 52
ha_1: 49
o21ai_0: 46
clkbuf_1: 35
inv_1: 50
a21oi_1: 66
logic make-up after synthesis:
group,after synthesis,share of synthesized area
AOI/OAI and AO/OA,288,0.371
xor gates and xnor gates,18,0.0299
adders and majority gates,51,0.124
buffers and inverters,108,0.0799
DFF,16,0.0759
muxes,71,0.146
and+or+nand+nor,188,0.174
cell type report:
class	instances	area share
repair buffers	159	0.223
clock buffers	4	0.0128
well taps	172	0.0311
inverters	56	0.0303
flip-flops and latches	16	0.0578
multi-input cells	616	0.645
Power figures rest on the tool's default switching activity, not on a simulated workload.
